**flow/run.sh**
```bash
#!/bin/bash
# OpenROAD 26Q1-2900-gdf79404cd8, Yosys 0.63+post, stock flow scripts
make -C /OpenROAD-flow-scripts/flow DESIGN_CONFIG=/design/flow/config.mk WORK_HOME=/design/flow/orfs finish
```
**flow/config.mk**
```make
export PLATFORM = sky130hd
export DESIGN_NAME = top
export DESIGN_NICKNAME = top
export VERILOG_FILES = /design/flow/design.v
export SDC_FILE = /design/flow/constraint.sdc
export NUM_CORES = 4
export LEC_CHECK = 1
export CORE_UTILIZATION = 30
```
**flow/constraint.sdc**
```tcl
current_design top

set clk_period 3.6
set clk_io_pct 0.2

create_clock -name clk0 -period $clk_period [get_ports {clk}]

set non_clock_inputs [all_inputs -no_clocks]
set_input_delay [expr $clk_period * $clk_io_pct] -clock clk0 $non_clock_inputs
set_output_delay [expr $clk_period * $clk_io_pct] -clock clk0 [all_outputs]
```
**flow/design.v**
```verilog
module top
(
    input clk,
    output [5:0] led
);
localparam WAIT_TIME = 13500000;
reg [5:0] ledCounter = 0;
reg [23:0] clockCounter = 0;
always @(posedge clk) begin
    clockCounter <= clockCounter + 1;
    if (clockCounter == WAIT_TIME) begin
        clockCounter <= 0;
        ledCounter <= ledCounter + 1;
    end
end
assign led = ~ledCounter;
endmodule
```
==> GITHUB_STEP_SUMMARY <==
## Implementation flow summary

| Metric | Value |
|---|---|
| DR iter-0 viols | 50 |
| Resized cells post-CTS | 0 |
| Global-route wire length before repair | 4420 um |
| GRT overflow | 0 |
| Core ar. | 0.00444 mm^2 |
| Logic pwr share | 0 |
| Cells in synth_stat.txt | 150 |
| Most frequent cells in the layout | dfxtp_1 (24), nand3_1 (13), nor2_1 (11), inv_1 (10) |
| Post-CTS Setup Inserts | 0 |
| WP buf/inv | 2 |
| Initial antenna violation count | 0 |
| Vias per cell | 4.96 |
| Clk buf depth | 2 |
| Switch Pwr | 114 uW |
| DPL Wire Length | 1660 um |
| Die ar. | 0.00502 mm^2 |
| Minimum clock period | 1.98 ns |
| Worst min-delay path class | reg2reg |
| Data required, critical path | 2.88 ns |
| Cts bufs inserted | 5 |
| CP startpoint kind | flop |
| Total track usage | 0.111 |
| Dominant synthesized flop cell | dfxtp_1 |
| # H-tree levels | 2 |
| Clock group share of total power | 0.419 |
| Ys async rst share | 0 |
| Period Utilization, post-route | 0.549 |
| Antenna-violating nets left | 0 |
| Die Y | 70.8 um |
| Setup TNS | 0 ns |
| Tool warning count | 26 |
| CTS sink count | 30 |
| Total number of yosys warnings | 1 |
| Crit-path max cell delay | 0.46 ns |
| Final clock skew | 0.00777 ns |
| ANT cells | 0 |
| Clk pin slew, worst setup/hold paths | 0.06 ns |
| DR WL/cell | 11.9 um |
| Vias in the first global route | 965 |
| CP Class | reg2out |
| Switching share of power | 0.194 |
| # IOs | 7 |
| Yosys chip area | 0.00142 mm^2 |
| Layout cell share with drive strength beyond 1 | 0.0892 |
| FP Core Util | 0.320 |
| Max Clk Rate | 0.506 GHz |
| Sequential power share | 0.581 |
| Ordered cell list for the critical path | inv_1 > clkdlybuf4s50_1 |
| RD Place Congestion | 0.851 |
| IO Port Bufs | 6 |
| Final max-slew violation count | 0 |
| Avg Inst Size Synth | 9.48 um^2 |
| CP max FO | 3 |
| CTS tree | done |
| Register area share after synthesis | 0.465 |
| Post-synth cell types | 37 |
| Hold Vio Cnt, Final | 0 |
| Cts hold-fix bufs | 0 |
| Slowest-stage cell, CP | clkdlybuf4s50_1 |
| VDD IR max | 0.177 mV |
| Leak | 0.587 nW |
| Internal Pwr Total | 474 uW |
| Post-synthesis register bit count | 30 |
| Rel. slew slack | 0.734 |
| MaxCap Viol Count | 0 |
| Worst Setup End Kind | output port |
| Crit path max-delay family | buffers and inverters |
| Commonest Layout Cell | dfxtp_1 |
| Clk latency late pin | 0.28 ns |
| Largest net degree at the start of global routing | 19 |
| Drt drc | 0 |
| DR pass1 iterations | 10 |
| # rows | 24 |
| Mapped Area | 0.00142 mm^2 |
| Pwr dens | 370 mW/mm^2 |
| Worst-case hold slack | 0.488 ns |
| Chip width | 70.8 um |
| CP arrival | 1.26 ns |
| RSZ-0062 raised after global routing | no |
| Area growth syn-to-layout | 11.7% |
| Mapped Cells | 150 |
| Drt total wl | 2490 um |
| Clk root buf | clkbuf_8 |
| Final setup violation count | 0 |
| Status | complete, no violations |
| Post-synth EDFFs | 6 |
| Via count | 1036 |
| Worst-Margin Slew | 0.398 ns |
-- path summary, 6_finish.rpt --
kind	cells after the start	start	slack, ns	end
worst max-delay path	2	ledCounter[3]	1.62	led[3]
worst min-delay path	1	clockCounter[15]	0.49	clockCounter[15]
worst max register to register	6	clockCounter[0]	1.76	ledCounter[4]
worst min register to register	1	clockCounter[15]	0.49	clockCounter[15]
-- final cells by class --
class | instances | area, um^2
clock inverters | 2 | 8.76
clock buffers | 6 | 72.6
well taps | 52 | 65.1
flip-flops and latches | 30 | 661
repair buffers | 7 | 67.6
inverters | 10 | 37.5
multi-input cells | 102 | 676
fillers | 429 | 2860
-- cell usage after synthesis (2+ instances only) --
cell type   n  area share
a21oi_1     6       0.021
a31oi_1     2      0.0088
nand4_1     7       0.031
nor4_1      2      0.0088
or4_1       2       0.011
xnor2_1     9       0.055
xor2_1      9       0.055
or3_1       3       0.013
nand3_1    13       0.046
ha_1        3       0.026
nand2_1     8       0.021
inv_1      10       0.026
nor2_1     11       0.029
nor3_1      2      0.0070
edfxtp_1    6        0.13
and4_1      4       0.025
o31ai_1     2       0.011
buf_2       4       0.014
and2_1      2      0.0088
and3_2      2       0.011
dfxtp_1    24        0.34
o21ai_0     4       0.014
-- power groups by stage --
stage | Combinational (mW) | Clock [mW] | Sequential [mW]
after global routing | 0.000000281 | 0.277 | 0.341
after CTS | 0.000000281 | 0.254 | 0.341
final | 0.000000281 | 0.246 | 0.341
-- per-layer routing --
metal,GRT usage,share of wire,vias up
met2,0.156,0.42,18
met1,0.176,0.53,475
met4,0.0156,0.0084,0
li1,-,-,541
met3,0.0361,0.041,2
met5,0,0,-
-- logic make-up (layout without fill, tap and decap cells) --
family | Yosys count | in the layout | synth area share
and+or+nand+nor | 65 | 65 | 0.272
DFF | 30 | 30 | 0.465
xor gates and xnor gates | 18 | 18 | 0.111
buffers and inverters | 18 | 25 | 0.0599
AOI/OAI and AO/OA | 16 | 16 | 0.0660
adders and majority gates | 3 | 3 | 0.0264
-- state kept, by name, summed over array words and instances (netlist names) --
register / count
ledCounter: 6
clockCounter: 24
-- through the flow --
step                      total power [mW]  instance area (um^2)  utilization  setup slack (ns)  std cells
after global routing                 0.617                  1590        0.357              1.54        209
after global placement               0.349                  1510        0.339              1.87        201
final                                0.588                  1590        0.357              1.62        209
after CTS                            0.596                  1590        0.357              1.61        209
after floorplan                      0.349                  1420            -              1.85        150
after detailed placement             0.349                  1510        0.339              1.80        201
Power figures rest on the tool's default switching activity, not on a simulated workload.
