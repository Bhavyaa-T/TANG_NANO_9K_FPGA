### config.mk
export PLATFORM = sky130hd
export DESIGN_NAME = uart
export DESIGN_NICKNAME = uart
export VERILOG_FILES = /design/flow/design.v
export SDC_FILE = /design/flow/constraint.sdc
export NUM_CORES = 4
export LEC_CHECK = 1
export CORE_UTILIZATION = 30
### constraint.sdc
current_design uart

set clk_period 4.3
set clk_io_pct 0.2

create_clock -name clk0 -period $clk_period [get_ports {clk}]

set non_clock_inputs [all_inputs -no_clocks]
set_input_delay [expr $clk_period * $clk_io_pct] -clock clk0 $non_clock_inputs
set_output_delay [expr $clk_period * $clk_io_pct] -clock clk0 [all_outputs]
### design.v
`default_nettype none
module uart 
#(
    parameter DELAY_FRAMES = 234  
)
(
    input clk,
    input uart_rx,
    output uart_tx,
    output reg [5:0] led,
    input btn1
);
    localparam  HALF_DELAY_WAIT = (DELAY_FRAMES / 2);
    reg [3:0] rxState = 0;  
    reg [12:0] rxCounter = 0;  
    reg [2:0] rxBitNumber = 0;  
    reg [7:0] dataIn;  
    reg byteReady = 0;  
    localparam RX_STATE_IDLE = 0;
    localparam RX_STATE_START_BIT = 1;
    localparam RX_STATE_READ_WAIT = 2;
    localparam RX_STATE_READ = 3;
    localparam RX_STATE_STOP_BIT = 5;
    always @(posedge clk) begin
        case (rxState)
            RX_STATE_IDLE: begin
                if (uart_rx == 0) begin
                    rxState <= RX_STATE_START_BIT;
                    rxCounter <= 1;
                    rxBitNumber <= 0;
                    byteReady <= 0;
                end
            end 
            RX_STATE_START_BIT: begin
                if (rxCounter == HALF_DELAY_WAIT) begin
                    rxState <= RX_STATE_READ_WAIT;
                    rxCounter <= 1;
                end else 
                    rxCounter <= rxCounter + 1;
            end
            RX_STATE_READ_WAIT: begin
                rxCounter <= rxCounter + 1;
                if ((rxCounter + 1) == DELAY_FRAMES) begin
                    rxState <= RX_STATE_READ;
                end
            end
            RX_STATE_READ: begin
                rxCounter <= 1;
                dataIn <= {uart_rx, dataIn[7:1]};  
                rxBitNumber <= rxBitNumber + 1;
                if (rxBitNumber == 3'b111)
                    rxState <= RX_STATE_STOP_BIT;
                else
                    rxState <= RX_STATE_READ_WAIT;
            end
            RX_STATE_STOP_BIT: begin
                rxCounter <= rxCounter + 1;
                if ((rxCounter + 1) == DELAY_FRAMES) begin
                    rxState <= RX_STATE_IDLE;
                    rxCounter <= 0;
                    byteReady <= 1;
                end
            end
        endcase
    end
    always @(posedge clk) begin
        if (byteReady) begin
            led <= ~dataIn[5:0];
        end
    end
    reg [3:0] txState = 0;
    reg [24:0] txCounter = 0;
    reg [7:0] dataOut = 0;
    reg txPinRegister = 1;
    reg [2:0] txBitNumber = 0;
    reg [3:0] txByteCounter = 0;
    assign uart_tx = txPinRegister;
    localparam MEMORY_LENGTH = 12;
    reg [7:0] testMemory [MEMORY_LENGTH-1:0];
    initial begin
        testMemory[0] = "L";
        testMemory[1] = "u";
        testMemory[2] = "s";
        testMemory[3] = "h";
        testMemory[4] = "a";
        testMemory[5] = "y";
        testMemory[6] = " ";
        testMemory[7] = "L";
        testMemory[8] = "a";
        testMemory[9] = "b";
        testMemory[10] = "s";
        testMemory[10] = " ";
    end 
    localparam TX_STATE_IDLE = 0;
    localparam TX_STATE_START_BIT = 1;
    localparam TX_STATE_WRITE = 2;
    localparam TX_STATE_STOP_BIT = 3;
    localparam TX_STATE_DEBOUNCE = 4;
    always @(posedge clk) begin
        case (txState)
            TX_STATE_IDLE: begin
                if (btn1 == 0) begin
                    txState <= TX_STATE_START_BIT;
                    txCounter <= 0;
                    txByteCounter <= 0;
                end
                else begin
                    txPinRegister <= 1;  
                end
            end 
            TX_STATE_START_BIT: begin
                txPinRegister <= 0;
                if ((txCounter + 1) == DELAY_FRAMES) begin
                    txState <= TX_STATE_WRITE;
                    dataOut <= testMemory[txByteCounter];
                    txBitNumber <= 0;
                    txCounter <= 0;
                end else 
                    txCounter <= txCounter + 1;
            end
            TX_STATE_WRITE: begin
                txPinRegister <= dataOut[txBitNumber];
                if ((txCounter + 1) == DELAY_FRAMES) begin
                    if (txBitNumber == 3'b111) begin
                        txState <= TX_STATE_STOP_BIT;
                    end else begin
                        txState <= TX_STATE_WRITE;
                        txBitNumber <= txBitNumber + 1;
                    end
                    txCounter <= 0;
                end else 
                    txCounter <= txCounter + 1;
            end
            TX_STATE_STOP_BIT: begin
                txPinRegister <= 1;
                if ((txCounter + 1) == DELAY_FRAMES) begin
                    if (txByteCounter == MEMORY_LENGTH - 1) begin
                        txState <= TX_STATE_DEBOUNCE;
                    end else begin
                        txByteCounter <= txByteCounter + 1;
                        txState <= TX_STATE_START_BIT;
                    end
                    txCounter <= 0;
                end else 
                    txCounter <= txCounter + 1;
            end
            TX_STATE_DEBOUNCE: begin
                if (txCounter == 23'b111111111111111111) begin
                    if (btn1 == 1) 
                        txState <= TX_STATE_IDLE;
                end else
                    txCounter <= txCounter + 1;
            end
        endcase 
    end 
endmodule
### run.sh
#!/bin/bash
# OpenROAD 26Q1-2900-gdf79404cd8, Yosys 0.63+post, stock flow scripts
make -C /OpenROAD-flow-scripts/flow DESIGN_CONFIG=/design/flow/config.mk WORK_HOME=/design/flow/orfs finish
==> impl_metrics.tcl <==
# yosys + openroad results
set metrics [dict create \
    cts_buffers 9 \
    postSynthSeqShare 0.493 \
    place_area_sq_um 4960 \
    cts_tree "yes" \
    ys_sh_simple 0.252 \
    ant_nets 0 \
    avgSynthCellArea_sq_um 10.5 \
    cts_htree_levels 3 \
    design_area_sq_um 5250 \
    ff_type "edfxtp_1" \
    cp-startpoint "txCounter[0]$_DFFE_PP_" \
    rrSetupSlack_ps 690 \
    r2r_end "dataOut[6]$_DFFE_PP_" \
    ioPinCount 10 \
    setup_tns_ps 0 \
    setup_violations 0 \
    worstPathArrival_ps 3580 \
    synth-edff-count 77 \
    r2r-start "txCounter[0]$_DFFE_PP_" \
    finalWorstSetupSlack_ps 693 \
    drt-total-wl_um 8080 \
    rsz0062_at_grt "no" \
    worstPathMaxFanout 9 \
    hpwlAfterDp_um 5600 \
    route.detailed.drc 0 \
    logic_family "simple AND/OR/NAND/NOR gates" \
    hold_path.class "reg2reg" \
    ys_sh_mux 0.0219 \
    die_area_sq_um 16100 \
    cts_sinks 77 \
    grt_pass1_vias 2993 \
    synth-warning-count 1 \
    synth_flops 77 \
    synth-xor-area-share 0.0729 \
    cts_hold_buf 0 \
    ys_cells 448 \
    root_buffer "clkbuf_16" \
    tool_warnings 32 \
    min_from "dataIn[6]$_DFFE_PP_" \
    cts_setup_buffers 0 \
    cp_cell_sequence "ha_1, nand4_2, nor4_1, xnor2_1, nor4b_1, nand4_1, or4_1, nor2_1" \
    core-area_sq_um 15200 \
    port_buffers 9 \
    max_slew_margin 0.534 \
    vias 3207 \
    place_congestion 0.859 \
    fin_crit_ps 3610 \
    hold_depth 0 \
    synthToLayoutAreaGrowth_pct 11.9 \
    fmax_mhz 277 \
    cts-resized-gates 0 \
    grt_use_total 0.108 \
    drive_above_1_share 0.0987 \
    yosys.cell_types.count 71 \
    min_to "dataIn[5]$_DFFE_PP_" \
    grt_pass1_wl_um 13800 \
    antenna-diode-count 0 \
    status "completed" \
    reg2reg_depth 8 \
    slowest_stage "or4_1" \
    die_y_um 127 \
    synth_chip_area_sq_um 4690 \
    endpoint_kind "register" \
    critical_path_required_ps 4280 \
    leakage_nw 1.81 \
    via_per_inst 4.98 \
    grt_antenna_before_repair 0 \
    cap_violations 0 \
    critical_path_class "reg2reg" \
    clkLatencyLatePin_ps 340 \
    synthesis.area_sq_um 4690 \
    async_flop_share 0 \
    die_w_um 127 \
    finalClockPeriodUsage 0.839 \
    wl_per_cell_um 12.5 \
    hold_viol 0 \
    final_max_slew_viol_count 0 \
    clock_skew_ps 4.70 \
    compound_area_frac 0.0889 \
    fa_ha_area_frac 0.0374 \
    cts_buffer_depth 2 \
    worst_pin_slew_ps 698 \
    gr-total-overflow 0 \
    synthCells 448 \
    holdWs_ps 428 \
    crit_path_start_kind "register" \
    path_clk_slew_ps 60 \
    fin_util 0.345 \
    ir_drop_mv 0.173 \
    dp_slack_ps 752 \
    grt_max_degree 26 \
    max_stage_delay_ps 570 \
    firstDrtPassIters 4 \
    initialDrtViolationCount 209 \
    rows 45 \
    powerDensity_nw_per_um2 309 \
    initial_core_util 0.308 \
]
[report_power, final]
part | total (mW) | switching (mW) | internal [mW] | leakage (nW)
combinational | 0.0382 | 0.0197 | 0.0185 | 0.904
sequential | 0.843 | 0.0147 | 0.828 | 0.759
clock | 0.741 | 0.293 | 0.448 | 0.144
total | 1.62 | 0.328 | 1.29 | 1.81
[critical path: cells and delay by family, from the launching register on]
| family | cells | cell delay [ps] |
|---|---|---|
| xor gates and xnor gates | 1 | 210 |
| adders and majority gates | 1 | 320 |
| DFF | 1 | 530 |
| and+or+nand+nor | 6 | 2190 |
[metrics by stage]
stage / std cells / total power, mW
floorplan: 448 / 0.885
global placement: 628 / 0.896
detailed placement: 628 / 0.896
CTS: 644 / 1.65
global route: 644 / 1.68
finish: 644 / 1.62
[registers in the layout, summed over array words and instances (netlist names)]
name           flops
rxBitNumber        3
byteReady          1
rxState            3
led                6
txState            3
txPinRegister      1
dataIn             8
txCounter         25
dataOut            7
txBitNumber        3
txByteCounter      4
rxCounter         13
[cell families after synthesis]
family | count (synthesis)
compound gates | 58
simple gates | 213
buf+inv | 38
mux | 9
xor+xnor | 39
flops | 77
fa+ha+maj | 14
[cell usage in the layout, fill, tap and decap left out, types with 9 or more instances in the layout]
cell type / n
edfxtp_1: 77
nor2_1: 73
nand2_1: 28
xnor2_1: 25
nand3_1: 20
inv_1: 18
a21oi_1: 15
xor2_1: 14
ha_1: 14
nor3_1: 12
o21ai_0: 11
nand4_1: 9
clkbuf_16: 9
clkdlybuf4s50_1: 9
[metal layers]
| metal | GRT usage | part of all wire |
|---|---|---|
| met5 | 0 | 0 |
| met4 | 0.0161 | 0.019 |
| met3 | 0.0265 | 0.037 |
| met2 | 0.163 | 0.44 |
| met1 | 0.168 | 0.50 |
[how the worst max path moves through the flow]
stage                          end  slack [ps]
4_1_cts   dataOut[4]$_SDFFCE_PP0P_         720
5_1_grt       dataOut[6]$_DFFE_PP_         470
6_report      dataOut[6]$_DFFE_PP_         690
[Yosys cell counts, types with 7 or more instances]
master | n | area, sq um
a21oi_1 | 15 | 75.1
and3_1 | 7 | 43.8
clkbuf_1 | 9 | 33.8
edfxtp_1 | 77 | 2310
ha_1 | 14 | 175
inv_1 | 18 | 67.6
mux2i_1 | 8 | 80.1
nand2_1 | 28 | 105
nand3_1 | 20 | 100
nand4_1 | 9 | 56.3
nor2_1 | 73 | 274
nor3_1 | 12 | 60.1
o21ai_0 | 12 | 60.1
or3_1 | 8 | 50.1
xnor2_1 | 25 | 219
xor2_1 | 14 | 123
[cell type report]
| cell class | instances | area, sq um |
|---|---|---|
| fillers | 1473 | 9960 |
| flip-flops and latches | 77 | 2310 |
| multi-input cells | 333 | 2230 |
| well taps | 188 | 235 |
| clock buffers | 10 | 229 |
| repair buffers | 12 | 113 |
| inverters | 18 | 67.6 |
| clock inverters | 6 | 61.3 |
Power figures rest on the tool's default switching activity, not on a simulated workload.
